==> flow/design.v <==
`default_nettype	none
module	pipefetch(i_clk, i_rst, i_new_pc, i_clear_cache, i_stall_n, i_pc,
			o_i, o_pc, o_v,
		o_wb_cyc, o_wb_stb, o_wb_we, o_wb_addr, o_wb_data,
			i_wb_stall, i_wb_ack, i_wb_err, i_wb_data, i_wb_request,
			o_illegal);
	parameter	RESET_ADDRESS=32'h0010_0000,
			LGCACHELEN = 6, ADDRESS_WIDTH=24,
			CACHELEN=(1<<LGCACHELEN), BUSW=32, AW=ADDRESS_WIDTH;
	input	wire			i_clk, i_rst, i_new_pc,
					i_clear_cache, i_stall_n;
	input	wire	[(AW-1):0]	i_pc;
	output	reg	[(BUSW-1):0]	o_i;
	output	reg	[(AW-1):0]	o_pc;
	output	wire			o_v;
	output	reg		o_wb_cyc, o_wb_stb;
	output	wire		o_wb_we;
	output	reg	[(AW-1):0]	o_wb_addr;
	output	wire	[(BUSW-1):0]	o_wb_data;
	input	wire		i_wb_stall, i_wb_ack, i_wb_err;
	input	wire	[(BUSW-1):0]	i_wb_data;
	input	wire			i_wb_request;
	output	wire			o_illegal;
	assign	o_wb_we = 1'b0;
	assign	o_wb_data = 0;
	reg	[(AW-1):0]		r_cache_base;
	reg	[(LGCACHELEN):0]	r_nvalid, r_acks_waiting;
	reg	[(BUSW-1):0]		cache[0:(CACHELEN-1)];
	wire	[(LGCACHELEN-1):0]	w_cache_offset;
	reg	[1:0]			r_cache_offset;
	reg			r_addr_set;
	reg	[(AW-1):0]	r_addr;
	wire	[(AW-1):0]	bus_nvalid;
	assign	bus_nvalid = { {(AW-LGCACHELEN-1){1'b0}}, r_nvalid };
	wire	w_pc_out_of_bounds;
	assign	w_pc_out_of_bounds = ((i_new_pc)&&((r_nvalid == 0)
					||(i_pc < r_cache_base)
					||(i_pc >= r_cache_base + CACHELEN)
					||(i_pc >= r_cache_base + bus_nvalid+5)));
	wire	w_ran_off_end_of_cache;
	assign	w_ran_off_end_of_cache =((r_addr_set)&&((r_addr < r_cache_base)
					||(r_addr >= r_cache_base + CACHELEN)
					||(r_addr >= r_cache_base + bus_nvalid+5)));
	wire	w_running_out_of_cache;
	assign	w_running_out_of_cache = (r_addr_set)
			&&(r_addr >= r_cache_base +
				+(3<<(LGCACHELEN-2)))
			&&(|r_nvalid[(LGCACHELEN):(LGCACHELEN-1)]);
	initial	r_cache_base = RESET_ADDRESS[(AW+1):2];
	always @(posedge i_clk)
	begin
		if ((i_rst)||(i_clear_cache)||((o_wb_cyc)&&(i_wb_err)))
		begin
			o_wb_cyc <= 1'b0;
			o_wb_stb <= 1'b0;
		end else if ((o_wb_cyc)&&(w_pc_out_of_bounds))
		begin
			o_wb_cyc <= 1'b0;
			o_wb_stb <= 1'b0;
		end else if ((~o_wb_cyc)&&(~r_nvalid[LGCACHELEN])&&(~i_wb_request)&&(r_addr_set))
		begin
			o_wb_cyc <= 1'b1;
			o_wb_stb <= 1'b1;
		end else if ((~o_wb_cyc)&&(
				(w_pc_out_of_bounds)||(w_ran_off_end_of_cache)))
		begin
			o_wb_cyc <= 1'b1;
			o_wb_stb <= 1'b1;
		end else if ((~o_wb_cyc)&&(w_running_out_of_cache))
		begin
			o_wb_cyc <= 1'b1;
			o_wb_stb <= 1'b1;
		end else if (o_wb_cyc)
		begin
			if ((o_wb_stb)&&(~i_wb_stall))
			begin
				if ((o_wb_addr - r_cache_base >= CACHELEN-1)
					||(i_wb_request))
					o_wb_stb <= 1'b0;
			end
			if (i_wb_ack)
			begin
				if ((r_acks_waiting == 1)&&(~o_wb_stb))
					o_wb_cyc <= 1'b0;
			end else if ((r_acks_waiting == 0)&&(~o_wb_stb))
				o_wb_cyc <= 1'b0;
		end
	end
	initial	r_nvalid = 0;
	always @(posedge i_clk)
		if ((i_rst)||(i_clear_cache))  
			r_nvalid <= 0;
		else if ((~o_wb_cyc)&&(
				(w_pc_out_of_bounds)||(w_ran_off_end_of_cache)))
			r_nvalid <= 0;
		else if ((~o_wb_cyc)&&(w_running_out_of_cache))
			r_nvalid[LGCACHELEN:(LGCACHELEN-2)]
				<= r_nvalid[LGCACHELEN:(LGCACHELEN-2)] +3'b111;
		else if ((o_wb_cyc)&&(i_wb_ack))
			r_nvalid <= r_nvalid + {{(LGCACHELEN){1'b0}},1'b1};  
	always @(posedge i_clk)
		if (i_clear_cache)
			r_cache_base <= i_pc;
		else if ((~o_wb_cyc)&&(
				(w_pc_out_of_bounds)
				||(w_ran_off_end_of_cache)))
			r_cache_base <= (i_new_pc) ? i_pc : r_addr;
		else if ((~o_wb_cyc)&&(w_running_out_of_cache))
			r_cache_base[(AW-1):(LGCACHELEN-2)]
				<= r_cache_base[(AW-1):(LGCACHELEN-2)]
					+ {{(AW-LGCACHELEN+1){1'b0}},1'b1};
	always @(posedge i_clk)
		if (i_clear_cache)
			r_cache_offset <= 0;
		else if ((~o_wb_cyc)&&(
				(w_pc_out_of_bounds)
				||(w_ran_off_end_of_cache)))
			r_cache_offset <= 0;
		else if ((~o_wb_cyc)&&(w_running_out_of_cache))
			r_cache_offset[1:0] <= r_cache_offset[1:0] + 2'b01;
	assign	w_cache_offset = { r_cache_offset, {(LGCACHELEN-2){1'b0}} };
	always @(posedge i_clk)
		if (i_clear_cache)
			o_wb_addr <= i_pc;
		else if ((o_wb_cyc)&&(w_pc_out_of_bounds))
		begin
			if (i_wb_ack)
				o_wb_addr <= r_cache_base + bus_nvalid+1;
			else
				o_wb_addr <= r_cache_base + bus_nvalid;
		end else if ((~o_wb_cyc)&&((w_pc_out_of_bounds)
					||(w_ran_off_end_of_cache)))
			o_wb_addr <= (i_new_pc) ? i_pc : r_addr;
		else if ((o_wb_stb)&&(~i_wb_stall))	 
			o_wb_addr <= o_wb_addr + 1;
	initial	r_acks_waiting = 0;
	always @(posedge i_clk)
		if (~o_wb_cyc)
			r_acks_waiting <= 0;
		else if ((o_wb_stb)&&(~i_wb_stall)&&(~i_wb_ack))  
			r_acks_waiting <= r_acks_waiting + {{(LGCACHELEN){1'b0}},1'b1};
		else if ((i_wb_ack)&&((~o_wb_stb)||(i_wb_stall)))  
			r_acks_waiting <= r_acks_waiting + {(LGCACHELEN+1){1'b1}};  
	always @(posedge i_clk)
		if ((o_wb_cyc)&&(i_wb_ack))
			cache[r_nvalid[(LGCACHELEN-1):0]+w_cache_offset]
					<= i_wb_data;
	initial	r_addr_set = 1'b0;
	always @(posedge i_clk)
		if ((i_rst)||(i_new_pc))
			r_addr_set <= 1'b1;
		else if (i_clear_cache)
			r_addr_set <= 1'b0;
	wire	w_cv;	 
	reg	r_cv;
	assign	w_cv = ((r_nvalid != 0)&&(r_addr>=r_cache_base)
			&&(r_addr-r_cache_base < bus_nvalid));
	always @(posedge i_clk)
		r_cv <= (~i_new_pc)&&((w_cv)||((~i_stall_n)&&(r_cv)));
	assign	o_v = (r_cv)&&(~i_new_pc);
	always @(posedge i_clk)
		if (i_new_pc)
			r_addr <= i_pc;
		else if ( ((i_stall_n)&&(w_cv)) || ((~i_stall_n)&&(w_cv)&&(r_addr == o_pc)) )
			r_addr <= r_addr + {{(AW-1){1'b0}},1'b1};
	wire	[(LGCACHELEN-1):0]	c_rdaddr, c_cache_base;
	assign	c_cache_base   = r_cache_base[(LGCACHELEN-1):0];
	assign	c_rdaddr = r_addr[(LGCACHELEN-1):0]-c_cache_base+w_cache_offset;
	always @(posedge i_clk)
		if ((~o_v)||((i_stall_n)&&(o_v)))
			o_i <= cache[c_rdaddr];
	always @(posedge i_clk)
		if ((~o_v)||((i_stall_n)&&(o_v)))
			o_pc <= r_addr;
	reg	[(AW-1):0]	ill_address;
	initial	ill_address = 0;
	always @(posedge i_clk)
		if ((o_wb_cyc)&&(i_wb_err))
			ill_address <= o_wb_addr - {{(AW-LGCACHELEN-1){1'b0}}, r_acks_waiting};
	assign	o_illegal = (o_pc == ill_address)&&(~i_rst)&&(~i_new_pc)&&(~i_clear_cache);
endmodule
==> flow/run.sh <==
#!/bin/bash
# OpenROAD 26Q1-2900-gdf79404cd8, Yosys 0.63+post, stock flow scripts
make -C /OpenROAD-flow-scripts/flow DESIGN_CONFIG=/design/flow/config.mk WORK_HOME=/design/flow/orfs finish
==> flow/config.mk <==
export PLATFORM = sky130hd
export DESIGN_NAME = pipefetch
export DESIGN_NICKNAME = pipefetch
export VERILOG_FILES = /design/flow/design.v
export SDC_FILE = /design/flow/constraint.sdc
export NUM_CORES = 4
export LEC_CHECK = 1
export CORE_UTILIZATION = 30
==> flow/constraint.sdc <==
current_design pipefetch

set clk_period 102.7
set clk_io_pct 0.2

create_clock -name clk0 -period $clk_period [get_ports {i_clk}]

set non_clock_inputs [all_inputs -no_clocks]
set_input_delay [expr $clk_period * $clk_io_pct] -clock clk0 $non_clock_inputs
set_output_delay [expr $clk_period * $clk_io_pct] -clock clk0 [all_outputs]
==> results.py <==
# Metrics from the implementation run
metrics = {
    "status": {
        "run_status": "finished clean",
    },
    "final_timing": {
        "finish_stage_setup_viols": 0,
        "timing_hold_violations_final": 0,
        "final_max_slew_viol_count": 0,
        "fin_crit_sh": 0.4243,
        "relSlewSlack": 0.3447,
        "layout_setup_ws_ns": 59.13,
        "setup_total_negative_slack_ns": 0,
        "finalWorstPathRequiredPeriod_ns": 43.57,
        "finClkSkew_ns": 0.1469,
        "fmaxAchievable_mhz": 22.95,
        "grt_setup_unrepaired": "no",
        "tightestPinTransition_ns": 0.9806,
    },
    "power": {
        "design_power_total_w": 0.002491,
        "power.ir.vdd_worst_uv": 18.97,
        "power_density_nw_per_um2": 22.56,
        "cellLeakagePower_nw": 35.21,
    },
    "yosys": {
        "synthArstFlopShare": 0,
        "ys_cells": 5041,
        "synthesis.area_um2": 95600,
        "synth-seq-area-share": 0.6952,
        "syn_avg_cell_area_um2": 18.96,
        "ys.flops": 2220,
        "number_of_cells_produced_by_synthesis": 5041,
        "synth-edff-count": 2200,
        "synth-area-yosys_um2": 95600,
        "synthFlopType": "sky130_fd_sc_hd__edfxtp_1",
        "yosysWarningCount": 1,
        "synth_cell_types": 91,
    },
    "routing": {
        "viasPerCell": 5.174,
        "wl_um": 270300,
        "router_iterations_before_antenna_repair": 6,
        "drt_drc_violations_left": 0,
        "drt-wirelength-per-cell_um": 27.74,
        "count_of_nets_left_with_antenna_violations_after_detail_routing": 0,
        "detailroute.via_count": 50410,
        "initialDrtViolationCount": 3770,
    },
    "cells_and_area": {
        "mostFrequentLayoutCell": "sky130_fd_sc_hd__edfxtp_1",
        "fraction_of_final_layout_cells_sized_beyond_drive_strength_1": 0.2415,
        "fillerInstances": 28960,
        "area.growth.synth_to_final_pct": 15.50,
        "finish.utilization": 0.3494,
        "stdcell_count": 9743,
        "final_cell_mix": "sky130_fd_sc_hd__edfxtp_1, sky130_fd_sc_hd__mux4_2, sky130_fd_sc_hd__clkbuf_16",
    },
    "worst_setup_path": {
        "start_kind": "primary input",
        "setup.worst_path.end_class": "output port",
        "crit_top_cell": "sky130_fd_sc_hd__clkdlybuf4s50_1",
        "cp_slowest_stage_delay_ns": 0.85,
        "timing.critical_path.max_delay_family": "buffers and inverters",
        "criticalPathCategory": "primary input to output port",
        "critPathRequiredTime_ns": 82.16,
        "r2r_setup_slack_ns": 94.48,
        "timing.critical_path.cells": "clkdlybuf4s50_1 -> nor3_1 -> nand4_1 -> nor4_1 -> clkdlybuf4s50_1",
        "crit_path_top_delay_cell": "sky130_fd_sc_hd__clkdlybuf4s50_1",
        "critical_path.n_buffers_inverters": 2,
        "arrival_ns": 23.03,
        "crit_fanout": 10,
    },
    "floorplan": {
        "design.portCount": 182,
        "floorplan.die.width_um": 566.5,
        "row_count": 206,
        "chip_area_um2": 320900,
        "die_height_um": 566.5,
        "area_inside_the_core_boundary_um2": 316000,
        "core_util_floorplan": 0.3025,
    },
    "placement": {
        "place.gp.congestion": 0.9555,
        "port-buffer-count": 148,
        "place.detailed.instances": 9342,
        "placed_wire_length_estimate_after_detailed_placement_um": 165000,
        "dpl_worst_slack_ns": 59.16,
    },
    "cts": {
        "worst_setup_hold_path_clk_slew_ns": 0.06,
        "post_cts_hold_buffer_count": 0,
        "tritoncts.num_buffers": 224,
        "cts_tree": "built",
        "clock_sinks": 2220,
        "cts_resized": 0,
        "cts.root.buffer_cell": "sky130_fd_sc_hd__clkbuf_16",
        "cts_setup_buffers": 0,
        "cts_htree_levels": 4,
        "insertion_delay_at_the_late_pin_of_the_worst_skew_pair_ns": 0.91,
        "clockBufferDepth": 4,
    },
    "global_routing": {
        "maximum_number_of_pins_on_one_net_before_global_route_repair": 92,
        "overflow": 0,
        "grtUsageTotal": 0.1801,
        "antenna_violations_before_repair": 11,
        "grt_first_pass_wirelength_um": 387800,
        "grt_pass1_vias": 54330,
    },
    "job": {
        "drv.max_cap_violation_count": 0,
        "tool_warnings": 36,
    },
    "min_path": {
        "timing.hold.worst.class": "flop to flop",
    },
}
cell type report:
type	instances	area, um2	share of cell area
multi-input cells	2492	28260	0.2560
flip-flops and latches	2220	66460	0.6020
clock buffers	270	5778	0.05233
well taps	4160	5205	0.04714
repair buffers	367	2993	0.02711
inverters	103	386.6	0.003502
clock inverters	130	1320	0.01196
diodes	1	2.502	0.00002266
cells in the mapped netlist (21+ instances only):
cell type | count | area, um2
sky130_fd_sc_hd__xnor2_1 | 177 | 1550
sky130_fd_sc_hd__o21ai_0 | 120 | 600.6
sky130_fd_sc_hd__and3_1 | 21 | 131.4
sky130_fd_sc_hd__nor3_1 | 48 | 240.2
sky130_fd_sc_hd__edfxtp_1 | 2200 | 66060
sky130_fd_sc_hd__buf_1 | 51 | 191.4
sky130_fd_sc_hd__xor2_1 | 79 | 691.9
sky130_fd_sc_hd__inv_1 | 100 | 375.4
sky130_fd_sc_hd__a21o_1 | 58 | 435.4
sky130_fd_sc_hd__or3_1 | 23 | 143.9
sky130_fd_sc_hd__nand3_1 | 62 | 310.3
sky130_fd_sc_hd__nor4_1 | 28 | 175.2
sky130_fd_sc_hd__mux2i_1 | 64 | 640.6
sky130_fd_sc_hd__nand4_1 | 48 | 300.3
sky130_fd_sc_hd__ha_1 | 212 | 2653
sky130_fd_sc_hd__o21a_1 | 22 | 165.2
sky130_fd_sc_hd__mux4_2 | 640 | 14410
sky130_fd_sc_hd__buf_4 | 35 | 262.8
sky130_fd_sc_hd__a21oi_1 | 86 | 430.4
sky130_fd_sc_hd__a211oi_1 | 23 | 172.7
sky130_fd_sc_hd__clkbuf_1 | 149 | 559.3
sky130_fd_sc_hd__nand2b_1 | 22 | 137.6
sky130_fd_sc_hd__nand2_1 | 186 | 698.2
sky130_fd_sc_hd__mux2_2 | 30 | 337.8
sky130_fd_sc_hd__nor2_1 | 223 | 837.1
kinds of logic (layout without fill, tap and decap cells):
| kind of cell | after synthesis | count (layout) | share of synthesized area |
|---|---|---|---|
| AOI/OAI and AO/OA | 495 | 495 | 0.03538 |
| xor gates and xnor gates | 259 | 259 | 0.02416 |
| adders and majority gates | 221 | 221 | 0.02963 |
| buffers and inverters | 361 | 870 | 0.01619 |
| DFF | 2220 | 2220 | 0.6952 |
| muxes | 735 | 735 | 0.1611 |
| other | 1 | 34 | 0.00003923 |
| and+or+nand+nor | 749 | 749 | 0.03823 |
per-layer routing:
metal	vias up	track usage	part of all wire	wire, um
met5	-	0.006842	0.0010	276
met1	25390	0.2064	0.33	89360
met4	22	0.04220	0.030	7995
li1	21380	-	-	-
met2	3183	0.2792	0.48	129800
met3	436	0.1236	0.16	42830
worst reg2reg max path, cell delays in order, from the launching register on:
cell and delay [ns]:
sky130_fd_sc_hd__edfxtp_1 0.51, sky130_fd_sc_hd__ha_1 0.30, sky130_fd_sc_hd__inv_1 0.07, sky130_fd_sc_hd__fa_1 0.43, sky130_fd_sc_hd__xnor2_1 0.56, sky130_fd_sc_hd__nor2_1 0.27
sky130_fd_sc_hd__nor4b_1 0.41, sky130_fd_sc_hd__buf_4 0.21, sky130_fd_sc_hd__nand2_1 0.06, sky130_fd_sc_hd__xnor2_1 0.65, sky130_fd_sc_hd__ha_1 0.39, sky130_fd_sc_hd__o21ai_0 0.21
sky130_fd_sc_hd__nor4_2 0.70, sky130_fd_sc_hd__buf_4 0.24, sky130_fd_sc_hd__nor3_1 0.05, sky130_fd_sc_hd__or3_1 0.39, sky130_fd_sc_hd__o31ai_1 0.38, sky130_fd_sc_hd__o21ai_0 0.19
sky130_fd_sc_hd__a211oi_2 0.27, sky130_fd_sc_hd__o21ai_2 0.20, sky130_fd_sc_hd__o21ai_4 0.19, sky130_fd_sc_hd__buf_4 0.61, sky130_fd_sc_hd__or3_1 0.20, sky130_fd_sc_hd__buf_4 0.32
sequential cells by signal, indices dropped and copies added (netlist names):
register / cells
o_pc: 24
o_wb_stb: 1
cache: 2048
ill_address: 24
o_wb_cyc: 1
r_acks_waiting: 7
r_addr_set: 1
r_nvalid: 7
o_i: 32
r_cache_base: 24
r_cv: 1
r_cache_offset: 2
r_addr: 24
o_wb_addr: 24
per-stage QoR:
| step | hold slack (ns) | cell area, um2 |
|---|---|---|
| after floorplan | 0.4454 | 95720 |
| after global placement | 0.4692 | 103300 |
| after detailed placement | 0.4662 | 103300 |
| after CTS | 0.4794 | 110400 |
| after global routing | 0.5223 | 110400 |
| final | 0.4820 | 110400 |
final timing paths:
kind / cells after the start / startpoint / end
worst min-delay path: 2 / r_addr_set$_SDFFE_PP1P_ / r_addr_set$_SDFFE_PP1P_
worst max-delay path: 5 / i_rst / o_illegal
worst max register to register: 23 / r_cache_base[0]$_DFFE_PP_ / o_wb_addr[8]$_DFFE_PP_
worst min register to register: 2 / r_addr_set$_SDFFE_PP1P_ / r_addr_set$_SDFFE_PP1P_
power breakdown:
group | total (W) | internal, W | switching [W]
Clock | 0.000798 | 0.000455 | 0.000342
Sequential | 0.00104 | 0.00102 | 0.0000206
Combinational | 0.000655 | 0.000287 | 0.000367
Total | 0.00249 | 0.00176 | 0.000730
Power is estimated from default activity; no workload was simulated.
